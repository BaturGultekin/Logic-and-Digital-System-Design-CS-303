`run.sh`:
```
#!/bin/bash
# OpenROAD 26Q1-2900-gdf79404cd8, Yosys 0.63+post, stock flow scripts
make -C /OpenROAD-flow-scripts/flow DESIGN_CONFIG=/design/flow/config.mk WORK_HOME=/design/flow/orfs finish
```
`config.mk`:
```
export PLATFORM = sky130hd
export DESIGN_NAME = HybridCLAdder15Bit
export DESIGN_NICKNAME = HybridCLAdder15Bit
export VERILOG_FILES = /design/flow/design.v
export SDC_FILE = /design/flow/constraint.sdc
export NUM_CORES = 4
export LEC_CHECK = 1
export CORE_AREA = 10 10 84 84
export DIE_AREA = 0 0 94 94
```
`constraint.sdc`:
```
current_design HybridCLAdder15Bit

set clk_period 15.6
set clk_io_pct 0.2

create_clock -name clk0 -period $clk_period

set non_clock_inputs [all_inputs -no_clocks]
set_input_delay [expr $clk_period * $clk_io_pct] -clock clk0 $non_clock_inputs
set_output_delay [expr $clk_period * $clk_io_pct] -clock clk0 [all_outputs]
```
`design.v`:
```
`timescale 1ns / 1ps
module HybridCLAdder15Bit(
	input [14:0] A,
   input [14:0] B,
   input M,
   output [14:0] S,
   output V,
   output Cout
   );
	wire [3 :0] C;
	wire check;
	wire [14:0] X;
	assign X[0] = (B[0]^M);
	assign X[1] = (B[1]^M);
	assign X[2] = (B[2]^M);
	assign X[3] = (B[3]^M);
	assign X[4] = (B[4]^M);
	assign X[5] = (B[5]^M);
	assign X[6] = (B[6]^M);
	assign X[7] = (B[7]^M);
	assign X[8] = (B[8]^M);
	assign X[9] = (B[9]^M);
	assign X[10] = (B[10]^M);
	assign X[11] = (B[11]^M);
	assign X[12] = (B[12]^M);
	assign X[13] = (B[13]^M);
	assign X[14] = (B[14]^M);
	HybridCLAdder3Module CLA1 (A[2:0], X[2:0], M, S[2:0], C[0]);
	HybridCLAdder3Module CLA2 (A[5:3], X[5:3], C[0], S[5:3], C[1]);
	HybridCLAdder3Module CLA3 (A[8:6], X[8:6], C[1], S[8:6], C[2]);
	HybridCLAdder3Module CLA4 (A[11:9], X[11:9], C[2], S[11:9], C[3]);
	HybridCLAdder3Module CLA5 (A[14:12], X[14:12], C[2], S[14:12], Cout, check);
	xor(V, check, Cout);
endmodule 
`timescale 1ns / 1ps
module HybridCLAdder3Module(
    input [2:0] A,
    input [2:0] B,
    input C0,
    output [2:0] S,
    output Cout,
	 output check
    );
	 wire [2:0] P;
	 wire [2:0] G;
	 wire [3:0] C;
    assign P[0] = (A[0]^B[0]),
           P[1] = (A[1]^B[1]),
           P[2] = (A[2]^B[2]);
    assign G[0] = (A[0]&B[0]),
           G[1] = (A[1]&B[1]),
           G[2] = (A[2]&B[2]);
    assign C[0] = C0,
           C[1] = G[0]|(P[0]&C0),
           C[2] = G[1]|(P[1]&G[0])|(P[1]&P[0]&C0),
           C[3] = G[2]|(P[2]&G[1])|(P[2]&P[1]&G[0])|(P[2]&P[1]&P[0]&C0);
    assign S[0] = P[0]^C[0],
           S[1] = P[1]^C[1],
           S[2] = P[2]^C[2];
    assign Cout = C[3];
	 assign check = C[2];
endmodule 
```
==> results_slide.txt <==
Physical Implementation Snapshot

Global routing
  – GRT Util Overall: 4.72%
  – First-pass GRT wire length: 3.42 mm
  – Initial antenna violation count: 0
  – Largest net degree at the start of global routing: 20
  – GRT overflow: 0
  – Vias in the first global route: 736

Timing
  – Max-slew headroom: 78.7%
  – Final Setup Violations: 0
  – Final hold vios: 0
  – Slew @ Worst Pin: 317 ps
  – RSZ-0062 raised after global routing: no
  – Tmin final: 9430 ps
  – TNS Setup: 0 ps
  – Max-slew violation count: 0
  – Final Cycle Share: 60.4%
  – F_max: 0.106 GHz

Pwr
  – Max rail drop VDD: 26.1 µV
  – Final Power: 68.6 µW
  – Lkg Pwr: 0.000544 µW
  – PD cells: 53.5 nW/µm²

Worst setup path
  – Crit Path Max Fanout: 19
  – CP Cell Sequence: clkdlybuf4s50_1 -> buf_4 -> xor2_1 -> ha_1 -> and2_4 -> a221o_1 -> a31oi_2 -> o211ai_2 -> fa_1 -> xor2_1 -> clkdlybuf4s50_1
  – Crit path largest cell delay: 480 ps
  – Bufs and invs on worst path: 3
  – Worst endpoint data arrival time: 6310 ps
  – Slowest CP cell: clkdlybuf4s50_1
  – Crit Path Class: in2out
  – Startpoint Class: primary input
  – Top Family by Delay on Critical Path: buffers and inverters
  – Required time of the worst setup path: 12480 ps
  – CP endpoint kind: primary output

Min path
  – Worst min-delay path category: in2out

Floorplanning
  – Chip Width: 94 µm
  – Core area: 5200 µm²
  – Chip area: 8840 µm²
  – Die Ht: 94 µm
  – IO Count: 48
  – FP Core Util: 13.9%
  – Rows: 26

Clocking
  – CTS Hold Bufs: 0
  – Post_cts resized: 0
  – Setup bufs post-CTS: 0

Placed design
  – Detailed placement HPWL: 1.96 mm
  – GPL Wtd Cong: 0.752
  – PortBufs: 48

Flow run
  – Tool warnings: 32
  – Max Cap Viol: 0

Detailed routing
  – Via Count: 676
  – WL per Instance: 10.9 µm
  – Drt drc: 0
  – Total Routed Length: 2.12 mm
  – DRT Pass-1 Iters: 3
  – N_diodes: 0
  – Iter 0 DRT Violations: 6
  – DRT antenna net count: 0
  – DR vias/cell: 3.48

Yosys
  – Sequential fraction of the synthesis area: 0%
  – Yosys cell count: 77
  – Yosys Warn Count: 0
  – Area reported by Yosys stat: 723 µm²
  – Mean Syn Cell Area: 9.39 µm²
  – Post-synthesis cell count: 77
  – Yosys cell types: 26
  – Syn Std Cell Area: 723 µm²

Layout
  – Seq_cells: 0
  – Area grow syn2layout: 77.5%
  – Reg area: 0 µm²
  – Clock Buffer Count: 0
  – Ratio of cells with drive above 1 in the final layout: 6.45%

Outcome
  – Status: complete, no violations
-- placed cells by master (no fill, tap or decap), types with 2 or more instances in the layout --
| master | instances |
|---|---|
| fa_1 | 4 |
| xnor2_1 | 6 |
| nor2_1 | 4 |
| o21ai_0 | 2 |
| ha_1 | 14 |
| inv_1 | 3 |
| clkdlybuf4s50_1 | 48 |
| a21o_1 | 4 |
| xor2_1 | 20 |
| a21oi_1 | 3 |
-- final timing paths --
path / depth (start not counted) / from / to
max: 11 / M / S[13]
min: 4 / A[10] / S[10]
-- per-stage QoR --
step	hold WS (ps)	area, µm²	setup WS (ps)	cells	util [%]
6_report	7340	1280	6170	194	24.7
5_1_grt	7410	1280	5970	194	24.7
4_1_cts	7350	1280	6130	194	24.7
3_5_place_dp	7340	1280	6140	194	24.7
3_3_place_gp	7340	1280	6180	194	24.7
2_1_floorplan	6350	723	6960	77	-
-- cell families (layout without fill, tap and decap cells) --
| family | count (synthesis) | after routing | synth area share, % |
|---|---|---|---|
| AND-OR/OR-AND | 18 | 18 | 20.6 |
| XOR/XNOR | 26 | 26 | 31.5 |
| adder cells (fa/ha/maj) | 18 | 18 | 35.3 |
| buffers and inverters | 5 | 52 | 3.63 |
| multiplexers | 2 | 2 | 3.46 |
| AND/OR/NAND/NOR | 8 | 8 | 5.54 |
-- cells in the mapped netlist (all sizes together) --
master,instances,area share [%]
xor2,20,24
ha,14,24
xnor2,6,7.3
a21o,5,5.4
fa,4,11
nor2,4,2.1
a21oi,3,2.1
inv,3,1.6
o21ai,3,2.6
and2,2,2.1
buf,2,2.1
a211oi,1,1.0
a221o,1,1.4
a31o,1,1.2
a31oi,1,1.7
a41oi,1,1.2
mux2,1,2.1
mux2i,1,1.4
nand3,1,0.69
nor3,1,0.69
o211ai,1,1.7
o41ai,1,2.2
-- final cells by class --
type | instances | area, µm²
repair buffers | 49 | 488
fillers | 573 | 3920
inverters | 3 | 11.3
multi-input cells | 72 | 697
well taps | 70 | 87.6
-- report_power, final --
group	internal [µW]	switching, µW	total [µW]
Clock	0	0	0
Combinational	45.5	23.2	68.6
Sequential	0	0	0
-- routing by layer --
metal | global-route usage (%) | part of all wire, %
met5 | 0 | 0
met4 | 0 | 0
met3 | 2.67 | 15
met2 | 6.91 | 38
met1 | 6.29 | 48
No activity file was given, so power comes from the tool's default toggle rates.
