$ cat ./design.v
`timescale 1ns / 1ps
module FullAdder15Bit(
    input [14:0] A,
    input [14:0] B,
    input M,
    output Cout,
    output V,
    output [14:0] S
    );   
wire [14:1] C;
FullAdderModule FA0(A[0], (B[0]^M), M, C[1], S[0]);
FullAdderModule FA1(A[1], (B[1]^M), C[1], C[2], S[1]);
FullAdderModule FA2(A[2], (B[2]^M), C[2], C[3], S[2]);
FullAdderModule FA3(A[3], (B[3]^M), C[3], C[4], S[3]);
FullAdderModule FA4(A[4], (B[4]^M), C[4], C[5], S[4]);
FullAdderModule FA5(A[5], (B[5]^M), C[5], C[6], S[5]);
FullAdderModule FA6(A[6], (B[6]^M), C[6], C[7], S[6]);
FullAdderModule FA7(A[7], (B[7]^M), C[7], C[8], S[7]);
FullAdderModule FA8(A[8], (B[8]^M), C[8], C[9], S[8]);
FullAdderModule FA9(A[9], (B[9]^M), C[9], C[10], S[9]);
FullAdderModule FA10(A[10], (B[10]^M), C[10], C[11], S[10]);
FullAdderModule FA11(A[11], (B[11]^M), C[11], C[12], S[11]);
FullAdderModule FA12(A[12], (B[12]^M), C[12], C[13], S[12]);
FullAdderModule FA13(A[13], (B[13]^M), C[13], C[14], S[13]);
FullAdderModule FA14(A[14], (B[14]^M), C[14], Cout, S[14]);
xor(V, Cout, C[14]);
endmodule
`timescale 1ns / 1ps
module FullAdderModule(
    input A,
    input B,
    input Cin,
    output Cout,
    output S
    );
	 xor(out1, A, B);
	 and(out2, A, B);
	 xor(S, Cin, out1);
	 and(out3, Cin, out1);
	 or(Cout, out2, out3);
endmodule
$ cat ./run.sh
#!/bin/bash
# OpenROAD 26Q1-2900-gdf79404cd8, Yosys 0.63+post, stock flow scripts
make -C /OpenROAD-flow-scripts/flow DESIGN_CONFIG=/design/flow/config.mk WORK_HOME=/design/flow/orfs finish
$ cat ./config.mk
export PLATFORM = sky130hd
export DESIGN_NAME = FullAdder15Bit
export DESIGN_NICKNAME = FullAdder15Bit
export VERILOG_FILES = /design/flow/design.v
export SDC_FILE = /design/flow/constraint.sdc
export NUM_CORES = 4
export LEC_CHECK = 1
export CORE_AREA = 10 10 74 74
export DIE_AREA = 0 0 84 84
$ cat ./constraint.sdc
current_design FullAdder15Bit

set clk_period 18.8
set clk_io_pct 0.2

create_clock -name clk0 -period $clk_period

set non_clock_inputs [all_inputs -no_clocks]
set_input_delay [expr $clk_period * $clk_io_pct] -clock clk0 $non_clock_inputs
set_output_delay [expr $clk_period * $clk_io_pct] -clock clk0 [all_outputs]
==> impl_results.html <==
<h3>Flow metrics</h3>
<table>
<tr><th>Metric</th><th>Value</th></tr>
<tr><th colspan="2">Worst setup path</th></tr>
<tr><td>Largest incremental delay on the critical path</td><td>approximately 0.45 ns</td></tr>
<tr><td>Crit path max-delay family</td><td>adder cells</td></tr>
<tr><td>Number of buffer and inverter instances along the worst setup path</td><td>4</td></tr>
<tr><td>Crit path DRT</td><td>between 15 and 20 ns</td></tr>
<tr><td>Highest-delay cell along the critical path</td><td>clkdlybuf4s50_1</td></tr>
<tr><td>CP startpoint kind</td><td>input pin</td></tr>
<tr><td>Category of the most critical setup path</td><td>in -&gt; out</td></tr>
<tr><td>Worst-path cell chain</td><td>clkdlybuf4s50_1 -&gt; buf_4 -&gt; mux2i_1 -&gt; fa_1 -&gt; fa_1 -&gt; fa_1 -&gt; fa_1 -&gt; fa_1 -&gt; fa_1 -&gt; fa_1 -&gt; fa_1 -&gt; fa_1 -&gt; fa_1 -&gt; fa_1 -&gt; fa_1 -&gt; inv_1 -&gt; fa_1 -&gt; fa_1 -&gt; clkdlybuf4s50_1</td></tr>
<tr><td>Largest fanout on the critical path</td><td>15</td></tr>
<tr><td>Critical path capture point type</td><td>output pin</td></tr>
<tr><td>Critical path launch point</td><td>M</td></tr>
<tr><td>Critical path endpoint</td><td>S[14]</td></tr>
<tr><td>Most used cell along the critical path</td><td>fa_1</td></tr>
<tr><td>Logic depth of the worst setup path including buffers</td><td>19</td></tr>
<tr><td>Data arrival, critical path</td><td>~11 ns</td></tr>
<tr><th colspan="2">Placement</th></tr>
<tr><td>Pre-CTS worst setup slack</td><td>between 4 and 5 ns</td></tr>
<tr><td>Count of buffers from port buffering</td><td>~48</td></tr>
<tr><td>Placed wire-length estimate after detailed placement</td><td>about 1.5 mm</td></tr>
<tr><td>Number of placed cells counting well taps</td><td>around 160</td></tr>
<tr><td>Placer congestion estimate</td><td>0.7704</td></tr>
<tr><th colspan="2">Synthesis</th></tr>
<tr><td>Number of standard cells reported by yosys</td><td>~73</td></tr>
<tr><td>Yosys synthesis chip area</td><td>between 600 and 700 um2</td></tr>
<tr><td>Dominant kind of combinational cell</td><td>adder cells</td></tr>
<tr><td>Share of cell area taken by muxes after synthesis</td><td>between 1 and 1.5%</td></tr>
<tr><td>Cell variety after synth</td><td>8</td></tr>
<tr><td>Seq/Total Area, Yosys</td><td>0%</td></tr>
<tr><td>AND/OR/NAND/NOR Cells, Area Fraction</td><td>0%</td></tr>
<tr><td>Largest type area fraction</td><td>between 40% and 50%</td></tr>
<tr><td>Average footprint of a synthesized cell</td><td>about 9.2 um2</td></tr>
<tr><td>XOR Share, Synth</td><td>20.97%</td></tr>
<tr><td>Synthesized-area fraction occupied by ao, oa, aoi and oai cells</td><td>0%</td></tr>
<tr><td>Post-synthesis instance area</td><td>around 670 um2</td></tr>
<tr><td>Largest cells by area</td><td>fa_1, buf_4, xnor2_1, inv_1, xor2_1</td></tr>
<tr><td>Tally of yosys warning messages</td><td>3</td></tr>
<tr><td>Adder Share, Synth</td><td>roughly two fifths</td></tr>
<tr><td>Synthesized netlist cell count</td><td>73</td></tr>
<tr><td>Cell type with the largest total area</td><td>fa_1</td></tr>
<tr><th colspan="2">STA</th></tr>
<tr><td>Number of endpoints with negative hold slack in the final report</td><td>0</td></tr>
<tr><td>Setup WS post-layout</td><td>between 4 and 5 ns</td></tr>
<tr><td>Setup-failing EPs final</td><td>0</td></tr>
<tr><td>Part of the cycle the worst path needs</td><td>76.30%</td></tr>
<tr><td>Hold Slack</td><td>about 8.5 ns</td></tr>
<tr><td>Maximum achievable frequency</td><td>approximately 70 MHz</td></tr>
<tr><td>Min Clock Period, post-route</td><td>14.34 ns</td></tr>
<tr><td>Setup TNS</td><td>0 ns</td></tr>
<tr><td>Setup repair after global routing missed its margin</td><td>no</td></tr>
<tr><td>Slew margin rel.</td><td>a little over four fifths</td></tr>
<tr><td>Fin. max-slew vios</td><td>0</td></tr>
<tr><td>Transition time of the tightest slew-check pin</td><td>between 0.2 and 0.25 ns</td></tr>
<tr><th colspan="2">Layout</th></tr>
<tr><td>Area added between synthesis and finish</td><td>60.86%</td></tr>
<tr><td>Area of all sequential standard cells</td><td>0 um2</td></tr>
<tr><td>Layout cells sized above 1</td><td>0.9524%</td></tr>
<tr><td>Flip-flops</td><td>0</td></tr>
<tr><td>Most frequent logic cell in the layout</td><td>clkdlybuf4s50_1</td></tr>
<tr><td>Final instance count without filler cells</td><td>between 150 and 200</td></tr>
<tr><td>Most common logic cells in the final layout</td><td>clkdlybuf4s50_1, inv_1, fa_1</td></tr>
<tr><td>Share of the core filled with cells in the final layout</td><td>27.06%</td></tr>
<tr><td>Count of clock buffers in the final design</td><td>0</td></tr>
<tr><th colspan="2">Pwr</th></tr>
<tr><td>Max rail drop VDD</td><td>~17 uV</td></tr>
<tr><td>LEAKAGE</td><td>about 0.00048 uW</td></tr>
<tr><td>Power Density</td><td>39.75 mW/mm2</td></tr>
<tr><th colspan="2">Routing</th></tr>
<tr><td>Total routed wirelength</td><td>1.594 mm</td></tr>
<tr><td>Antenna diode count</td><td>0</td></tr>
<tr><td>First-pass detailed-route iteration total</td><td>2</td></tr>
<tr><td>ANT nets after route</td><td>0</td></tr>
<tr><td>Detail-routed net length per standard cell</td><td>just over 10 um</td></tr>
<tr><td>Initial DRC count</td><td>7</td></tr>
<tr><td>DR DRC count</td><td>0</td></tr>
<tr><td>Via count of the routed design</td><td>about 500</td></tr>
<tr><td>Vias per cell</td><td>3.135</td></tr>
<tr><th colspan="2">Global route</th></tr>
<tr><td>All-layer global routing usage</td><td>under 10%</td></tr>
<tr><td>Largest net degree at the start of global routing</td><td>16</td></tr>
<tr><td>Via count of the first global-routing pass</td><td>between 600 and 700</td></tr>
<tr><td>Wire length of the first global-routing pass</td><td>around 2.8 mm</td></tr>
<tr><td>Number of antenna violations at the first check in global routing</td><td>0</td></tr>
<tr><td>Remaining Overflow, GRT</td><td>0</td></tr>
<tr><th colspan="2">Run status</th></tr>
<tr><td>Status</td><td>finished clean</td></tr>
<tr><th colspan="2">Die</th></tr>
<tr><td>Width of the chip</td><td>approximately 84 um</td></tr>
<tr><td>Io pins</td><td>48</td></tr>
<tr><td>Fraction of the core area occupied by cells at floorplan</td><td>~17%</td></tr>
<tr><td>Placeable core area</td><td>0.003971 mm2</td></tr>
<tr><td>Chip area</td><td>~0.0071 mm2</td></tr>
<tr><td>Height of the die</td><td>~84 um</td></tr>
<tr><td>Number of standard-cell rows in the floorplan</td><td>23</td></tr>
<tr><th colspan="2">Clock tree</th></tr>
<tr><td>Post-CTS resize count</td><td>0</td></tr>
<tr><td>Post-CTS setup buffer count</td><td>0</td></tr>
<tr><td>Number of hold buffers added after CTS</td><td>0</td></tr>
<tr><th colspan="2">Worst hold path</th></tr>
<tr><td>Min-Delay Path Class</td><td>in -&gt; out</td></tr>
<tr><td>Hold Path Cell Cnt</td><td>3</td></tr>
<tr><th colspan="2">Flow run</th></tr>
<tr><td>Max-cap check violation count</td><td>0</td></tr>
<tr><td>Warning total across the stage logs</td><td>32</td></tr>
</table>
per-layer routing:
metal  vias to the layer above  wire [um]  global-route usage (%)
met2                        33        685                   7.247
met3                         0        171                   1.476
li1                        242          -                       -
met1                       211        737                   6.450
met5                         -          0                       0
met4                         0          0                       0
area by class of cell:
cell class | instances | area (um2)
Multi-Input combinational cell | 31 | 430.4
Inverter | 25 | 93.84
Fill cell | 424 | 2897
Tap cell | 50 | 62.56
Timing Repair Buffer | 49 | 488.0
worst min path at each step:
stage	startpoint	end	slack (ns)
CTS	A[0]	S[0]	8.49
global route	A[0]	S[0]	8.51
finish	A[0]	S[0]	8.48
cells in the mapped netlist:
cell type,count
buf_12,1
buf_4,15
buf_6,1
fa_1,14
inv_1,25
mux2i_1,1
xnor2_1,12
xor2_1,4
stage by stage:
step           instance area (um2)  power, uW
3_5_place_dp                  1075      44.28
2_1_floorplan                668.1      26.52
5_1_grt                       1075      49.90
6_report                      1075      42.73
4_1_cts                       1075      44.63
3_3_place_gp                  1075      44.49
report_power, final:
part	switching (uW)	total, uW	internal, uW
Sequential	0	0	0
Clock	0	0	0
Combinational	12.7	42.7	30.0
Total	12.7	42.7	30.0
worst min-delay path, cell delays in order:
cell and delay (ns):
clkdlybuf4s50_1 0.49, xor2_1 0.07, clkdlybuf4s50_1 0.40
kinds of logic after synthesis:
logic type / after synthesis
buffers and inverters: 42
multiplexers: 1
adder cells (fa/ha/maj): 14
XOR/XNOR: 16
Power figures rest on the tool's default switching activity, not on a simulated workload.
